[/design/flow/design.v]
localparam EGF_ORDER = 4;
localparam logic EGF_PRI_POL[EGF_ORDER : 0] = '{1, 0, 0, 1, 1};
localparam RS_COR_CAP = 2;
localparam RS_PAR_LEN = 2 * RS_COR_CAP;
localparam RS_COD_LEN = 2 ** EGF_ORDER - 1;
localparam RS_MES_LEN = RS_COD_LEN - RS_PAR_LEN;
localparam logic [RS_PAR_LEN : 0][EGF_ORDER - 1 : 0] RS_GEN_POL = '{'b0001, 'b1101, 'b1100, 'b1000, 'b0111};
localparam ENC_SYM_NUM = 4;
localparam CON_PHA_NUM = 3;
localparam FOR_PHA_NUM = 3;
typedef enum logic [$clog2(CON_PHA_NUM) - 1 : 0] {
    CON_IDL,
    CON_PRE,
    CON_WOR
} CON_PHASE;
typedef enum logic [$clog2(FOR_PHA_NUM) - 1 : 0] {
    FOR_IDL,
    FOR_HAL,
    FOR_FUL
} FOR_PHASE;
module enc_selector (
    input clk,
    input rst_n,
    input CON_PHASE con_phase,
    input [$clog2(RS_COD_LEN) - 1 : 0] con_counter,
    input [$clog2(ENC_SYM_NUM + 1) - 1 : 0] buf_valid,
    input [ENC_SYM_NUM - 1 : 0][EGF_ORDER - 1 : 0] buf_data,
    input [ENC_SYM_NUM - 1 : 0][EGF_ORDER - 1 : 0] pro_data,
    input [ENC_SYM_NUM - 1 : 0][EGF_ORDER - 1 : 0] pro_data_reg,
    output logic [ENC_SYM_NUM - 1 : 0][EGF_ORDER - 1 : 0] sel_data
);
    always_ff @(posedge clk) begin
        if (con_phase != CON_WOR) begin
            sel_data <= '0;
        end else if (con_counter < ENC_SYM_NUM) begin
            for (int i = ENC_SYM_NUM - 1; i >= 0; i --) begin
                if (i >= buf_valid) begin
                    sel_data[i] <= pro_data_reg[i - buf_valid];
                end else begin
                    sel_data[i] <= buf_data[i + ENC_SYM_NUM - buf_valid];
                end
            end
        end else if (con_counter < RS_MES_LEN) begin
            sel_data <= buf_data;
        end else if (con_counter < ENC_SYM_NUM + RS_MES_LEN) begin
            for (int i = ENC_SYM_NUM - 1; i >= 0; i --) begin
                if (i >= ENC_SYM_NUM - buf_valid) begin
                    sel_data[i] <= buf_data[i];
                end else begin
                    sel_data[i] <= pro_data[i + buf_valid];
                end
            end
        end else if (con_counter <= RS_COD_LEN) begin
            sel_data <= pro_data;
        end else begin
            sel_data <= '0;
        end
    end
endmodule
[/design/flow/run.sh]
#!/bin/bash
# OpenROAD 26Q1-2900-gdf79404cd8, Yosys 0.63+post, stock flow scripts
make -C /OpenROAD-flow-scripts/flow DESIGN_CONFIG=/design/flow/config.mk WORK_HOME=/design/flow/orfs finish
[/design/flow/config.mk]
export PLATFORM = sky130hd
export DESIGN_NAME = enc_selector
export DESIGN_NICKNAME = enc_selector
export VERILOG_FILES = /design/flow/design.v
export SDC_FILE = /design/flow/constraint.sdc
export NUM_CORES = 4
export LEC_CHECK = 1
export CORE_UTILIZATION = 40
export SYNTH_HDL_FRONTEND = slang
[/design/flow/constraint.sdc]
current_design enc_selector

set clk_period 4.5
set clk_io_pct 0.2

create_clock -name clk0 -period $clk_period [get_ports {clk}]

set non_clock_inputs [all_inputs -no_clocks]
set_input_delay [expr $clk_period * $clk_io_pct] -clock clk0 $non_clock_inputs
set_output_delay [expr $clk_period * $clk_io_pct] -clock clk0 [all_outputs]
==> run summary <==
Commonest Layout Cell -> clkdlybuf4s50_1
Hold Path End -> sel_data[5]
Pins over their slew limit -> 0
CTS tree -> built
Cts bufs inserted -> 3
HP Class -> in -> reg
Yosys top cell by area -> mux4_2
Largest regs -> sel_data: 16 flops
Largest net degree at the start of global routing -> 41
Post-CTS Setup Inserts -> 0
Fillcell total -> 488
Gr ovfl total -> 0
DP HPWL -> 5280 µm
Hold Path Depth -> 3
Worst endpoint data arrival time -> 3.50 ns
Clock transition at the registers of the reported paths -> 0.07 ns
DR pass1 iterations -> 4
Fin Hold WS -> 1.40 ns
Slew margin rel. -> 45.5%
Shortest period the worst path allows -> 3.36 ns
Pre-CTS setup slack -> 0.916 ns
Hold path start -> buf_data[5]
CTS H-tree depth -> 1
Syn Area/Cell -> 10.9 µm²
Final routed DRC violation total -> 0
Transition time of the tightest slew-check pin -> 0.818 ns
DIE AREA -> 6290 µm²
CP cell instances -> clkdlybuf4s50_1 > inv_2 > ha_1 > clkinv_1 > o31ai_2 > a221oi_1 > a211oi_1
Fp util -> 42.4%
Routability cong. -> 0.912
Vias per inst -> 6.41
Max FO, Critical Path -> 11
Number of cells in Yosys stat -> 219
Initial antenna violation count -> 0
# IOs -> 75
Hold Fails Final Rpt -> 0
Crit Path Class -> in -> reg
Leakage -> 1.09 nW
Yosys warnings -> 0
Area Overhead vs Synth -> 33.1%
Routed wire length -> 7070 µm
Total power -> 590 µW
CP Launch Type -> input port
Post-layout period usage -> 74.6%
Antenna diodes -> 0
Tool warnings -> 30
Post-CTS sizing -> 0
Cells after synthesis -> 219
Largest register FFs -> 16
Port Buf Inserts -> 73
Clock sinks -> 16
Wirelength per Cell -> 20.1 µm
Max frequency -> 298 MHz
Layout cells sized above 1 -> 23.6%
Setup TNS -> 0 ns
Max-cap violations -> 0
Initial DRC Count -> 171
Top cells, area -> mux4_2, dfxtp_1, a211oi_1
Via count -> 2,256
Register area share after synthesis -> 13.4%
Mapped Area -> 2390 µm²
Die X -> 79.3 µm
CORE AREA -> 5640 µm²
Critical Path RT -> 4.65 ns
Synth cell types -> 41
Vias in the first global route -> 2,220
Crit-path slowest cell -> clkdlybuf4s50_1
PwrDens -> 185 nW/µm²
Final setup fails -> 0
Overall global routing resource usage -> 25.4%
Max clock buf depth -> 2
RSZ-0062 raised after global routing -> no
Cell Rows -> 27
Outcome -> finished, final reports clean
CP peak stage delay -> 0.85 ns
Most instantiated logic cells after routing -> clkdlybuf4s50_1, mux4_2, a211oi_1
Die H -> 79.3 µm
Yosys stat area -> 2390 µm²
First-pass GRT wire length -> 11,700 µm
Antenna viol nets, final -> 0
Clk Tree Root Cell -> clkbuf_8
Final worst slack -> 1.14 ns
Top-area cell share -> 37.7%
Ys flops -> 16
Worst vdd ir -> 97.2 µV
Hold Buf Count CTS -> 0
Most flop-heavy register -> sel_data
CP endpoint kind -> flop
layer usage:
metal / track usage, % / vias up / wire length [µm] / share of wire, %
met5: 0 / - / 0 / 0
met4: 2.91 / 0 / 55 / 0.78
met3: 7.12 / 4 / 644 / 9.1
met2: 37.8 / 119 / 3250 / 46
met1: 40.0 / 1074 / 3120 / 44
li1: - / 1059 / - / -
synthesized netlist by cell type:
| cell | number |
|---|---|
| mux4_2 | 40 |
| a211oi_1 | 18 |
| dfxtp_1 | 16 |
| a21oi_1 | 13 |
| mux2i_1 | 13 |
| nor2_1 | 11 |
| buf_2 | 7 |
| clkbuf_1 | 7 |
| nor3_1 | 7 |
| ha_1 | 6 |
| nor2b_1 | 6 |
| nand4_1 | 5 |
| o31ai_1 | 5 |
| a221o_1 | 4 |
| a221oi_1 | 4 |
| a22o_1 | 4 |
| a311oi_1 | 4 |
| buf_4 | 4 |
| mux2_2 | 4 |
| nand2b_1 | 4 |
| nor4_1 | 4 |
| a2111oi_2 | 3 |
| inv_1 | 3 |
| inv_2 | 3 |
| nand2_1 | 3 |
| o21ai_1 | 3 |
| a31o_1 | 2 |
| buf_6 | 2 |
| clkinv_1 | 2 |
| a211o_1 | 1 |
| a31oi_1 | 1 |
| and4_1 | 1 |
| buf_1 | 1 |
| mux2_1 | 1 |
| nand3_1 | 1 |
| nand4_2 | 1 |
| nor2_4 | 1 |
| o21a_4 | 1 |
| o21ai_2 | 1 |
| o31ai_2 | 1 |
| or2_2 | 1 |
critical path, delay by kind of cell:
kind            cells  cell delay, ns
compound gates      3            0.98
buf+inv             3            1.16
fa+ha+maj           1            0.47
through the flow:
step                area (µm²)  instances  utilization (%)
floorplan                 2390        219                -
global placement          3130        348             55.4
detailed placement        3130        348             55.4
CTS                       3180        352             56.4
global route              3180        352             56.4
finish                    3180        352             56.4
cell families (layout without fill, tap and decap cells):
group,after synthesis,count (layout),synth area share (%)
compound gates,65,65,21.4
mux,58,58,45.4
simple gates,45,45,10.5
buf+inv,29,90,6.17
flops,16,16,13.4
fa+ha+maj,6,6,3.14
how the worst max path moves through the flow:
stage / startpoint / endpoint / slack (ns) / cells past startpoint
global route: buf_valid[2] / sel_data[15] / 1.0 / 7
CTS: buf_valid[2] / sel_data[15] / 1.17 / 7
finish: buf_valid[2] / sel_data[15] / 1.14 / 7
layout make-up:
| cell class | count | area [µm²] | share of cell area, % |
|---|---|---|---|
| clock buffer | 4 | 55.1 | 1.73 |
| tap | 72 | 90.1 | 2.83 |
| inverter | 8 | 30.0 | 0.943 |
| multi-input combinational | 174 | 1920 | 60.5 |
| timing repair buffer | 78 | 763 | 24.0 |
| sequential | 16 | 320 | 10.1 |
power by group:
part / leakage (nW) / switching (mW) / total, mW / internal [mW]
sequential: 0.131 / 0.00197 / 0.152 / 0.151
combinational: 0.933 / 0.135 / 0.304 / 0.168
clock: 0.0288 / 0.0558 / 0.134 / 0.0777
Power and IR drop assume default switching activity.
