==> flow/design.v <==
localparam EGF_ORDER = 4;
localparam logic EGF_PRI_POL[EGF_ORDER : 0] = '{1, 0, 0, 1, 1};
localparam RS_COR_CAP = 2;
localparam RS_PAR_LEN = 2 * RS_COR_CAP;
localparam RS_COD_LEN = 2 ** EGF_ORDER - 1;
localparam RS_MES_LEN = RS_COD_LEN - RS_PAR_LEN;
localparam logic [RS_PAR_LEN : 0][EGF_ORDER - 1 : 0] RS_GEN_POL = '{'b0001, 'b1101, 'b1100, 'b1000, 'b0111};
localparam ENC_SYM_NUM = 4;
localparam CON_PHA_NUM = 3;
localparam FOR_PHA_NUM = 3;
typedef enum logic [$clog2(CON_PHA_NUM) - 1 : 0] {
    CON_IDL,
    CON_PRE,
    CON_WOR
} CON_PHASE;
typedef enum logic [$clog2(FOR_PHA_NUM) - 1 : 0] {
    FOR_IDL,
    FOR_HAL,
    FOR_FUL
} FOR_PHASE;
module enc_buffer (
    input clk,
    input rst_n,
    input CON_PHASE con_phase,
    input [$clog2(RS_COD_LEN) - 1 : 0] con_counter,
    input [ENC_SYM_NUM - 1 : 0][EGF_ORDER - 1 : 0] enc_data,
    output logic buf_enable,
    output logic [$clog2(ENC_SYM_NUM + 1) - 1 : 0] buf_valid,
    output logic [2 * ENC_SYM_NUM - 2 : 0][EGF_ORDER - 1 : 0] buf_data
);
    logic [$clog2(2 * ENC_SYM_NUM - 1) - 1 : 0] buf_counter;
    assign buf_enable = (buf_counter - buf_valid < ENC_SYM_NUM);
    always_comb begin
        if (con_phase != CON_WOR) begin
            buf_valid = '0;
        end else if (con_counter < ENC_SYM_NUM) begin
            buf_valid = con_counter;
        end else if (con_counter < RS_MES_LEN) begin
            buf_valid = ENC_SYM_NUM;
        end else if (con_counter < ENC_SYM_NUM + RS_MES_LEN) begin
            buf_valid = RS_MES_LEN + ENC_SYM_NUM - con_counter;
        end else begin
            buf_valid = '0;
        end
    end
    always_ff @(posedge clk) begin
        if (con_phase == CON_IDL) begin
            buf_counter <= '0;
        end else if (con_counter == RS_COD_LEN) begin
            buf_counter <= con_counter + ENC_SYM_NUM - RS_COD_LEN;
        end else if (buf_enable) begin
            buf_counter <= buf_counter + ENC_SYM_NUM - buf_valid;
        end else if (!buf_enable) begin
            buf_counter <= buf_counter - buf_valid;
        end
    end
    always_ff @(posedge clk) begin
        if (con_phase == CON_IDL) begin
            buf_data <= '0;
        end else begin
            for (int i = 2 * ENC_SYM_NUM - 2; i >= 0; i --) begin
                if (i >= 2 * ENC_SYM_NUM + buf_valid - buf_counter - 1) begin
                    buf_data[i] <= buf_data[i - buf_valid];
                end else if (buf_enable && i >= ENC_SYM_NUM + buf_valid - buf_counter - 1) begin
                    buf_data[i] <= enc_data[i + buf_counter + 1 - buf_valid - ENC_SYM_NUM];
                end else begin
                    buf_data[i] <= '0;
                end
            end
        end
    end
endmodule
==> flow/run.sh <==
#!/bin/bash
# OpenROAD 26Q1-2900-gdf79404cd8, Yosys 0.63+post, stock flow scripts
make -C /OpenROAD-flow-scripts/flow DESIGN_CONFIG=/design/flow/config.mk WORK_HOME=/design/flow/orfs finish
==> flow/config.mk <==
export PLATFORM = sky130hd
export DESIGN_NAME = enc_buffer
export DESIGN_NICKNAME = enc_buffer
export VERILOG_FILES = /design/flow/design.v
export SDC_FILE = /design/flow/constraint.sdc
export NUM_CORES = 4
export LEC_CHECK = 1
export CORE_UTILIZATION = 50
export SYNTH_HDL_FRONTEND = slang
==> flow/constraint.sdc <==
current_design enc_buffer

set clk_period 5.6
set clk_io_pct 0.2

create_clock -name clk0 -period $clk_period [get_ports {clk}]

set non_clock_inputs [all_inputs -no_clocks]
set_input_delay [expr $clk_period * $clk_io_pct] -clock clk0 $non_clock_inputs
set_output_delay [expr $clk_period * $clk_io_pct] -clock clk0 [all_outputs]
==> metrics.cfg <==
[run_status]
status = completed

[global_route]
grt_pass1_wl_um = 16200
antenna_found_initial = 0
grt_max_degree = 32
track_usage_pct = 29.7
grt_pass1_vias = 3029
overflow = 0

[drt]
wl_per_cell_um = 19.2
drcViolationCount = 0
diodes = 0
ant_nets = 0
drtIter0Drc = 222
drt_wl_total_um = 10300
firstDrtPassIters = 4
avgViaCountPerCell = 6.16
vias = 3293

[clock_tree]
cts_sinks = 31
cts_max_path_buffers = 2
cts_setup_buffers = 0
clkLatencyLatePin_ns = 0.28
cts_tree = built
cts_hold_buf = 0
clk_pin_slew_ns = 0.07
cts-buffers-inserted = 5
htree_levels = 2
cts-root-buf = clkbuf_8
cts_resized = 0

[critical_path]
arrival_ns = 5.48
cp-startpoint = con_counter[2]
crit_chain = clkdlybuf4s50_1 > inv_1 > ha_1 > and4bb_2 > a221oi_4 > nand2b_1 > buf_4 > ha_1 > ha_1 > ha_1 > nor2_1 > xnor3_1 > a2bb2oi_1 > nor3_1 > nand3_1 > o221ai_1
critPathKind = primary input to flip-flop
path_max_fanout = 17
required_ns = 5.79
critPathMaxStageDelay_ns = 0.55
startpoint_type = primary input
cpMostUsedCell = ha_1
r2r_start = buf_counter[0]$_SDFF_PN0_
critPathCaptureType = flip-flop
cp_slowest_cell = nor3_1

[power_and_ir_drop]
p_sw_share_pct = 42.0
power_density_mw_per_mm2 = 366
p_int_mw = 0.933
leakagePower_nw = 1.63
ir_drop_v = 0.000265
power_switching_mw = 0.676
clkPwrFrac_pct = 14.4
seqPwrFrac_pct = 22.5
pwr-share-comb_pct = 63.1

[final_layout]
layout-drive-gt1-share_pct = 15.5
final_cell_area_mm2 = 0.00439
mi_logic_area_mm2 = 0.00280
layout_top_cells = clkdlybuf4s50_1 (54), nand2_1 (36), mux4_2 (31), dfxtp_1 (31), mux2i_1 (26)
syn2layout_area_growth_pct = 21.9
lay_top_count = clkdlybuf4s50_1
seqCellArea_um2 = 621
fill_cells = 571
post-route-util_pct = 63.9

[hold_path]
hold_class = flip-flop to flip-flop
min-delay-start = buf_data[20]$_SDFF_PN0_

[place]
place_area_mm2 = 0.00427
gp_congestion = 0.906
io_buffer_count = 54
place_ws_ns = 0.0831
dp.final_hpwl_um = 8050

[logic_synthesis]
edf_count = 0
area_leaders = mux4_2 (19%), dfxtp_1 (17%), ha_1 (7.3%), mux2i_1 (7.2%), nand2_1 (3.8%)
ys_cells = 383
yosys_area_mm2 = 0.00360
synth.largest_area_cell = mux4_2
top_cell_area_share_pct = 19.4
ys_seq_share_pct = 17.2
yosysWarnings = 0
numSynthFlops = 31
avgSynthCellArea_um2 = 9.41
synth_top_flop_cell = dfxtp_1
synth_cells = 383
synth_area_mm2 = 0.00360
async_reset_ff_share_pct = 0
ys_types = 59

[final_timing]
max_freq_ghz = 0.189
period_needed_ns = 5.28
finalSetupViolations = 0
skew_ns = 0.00903
rsz0062_at_grt = false
setup_tns_ns = 0
worstMarginPinSlew_ns = 0.709
setup_ws_ns = 0.316
period_used_pct = 94.4
hold_viol_final = 0
relSlewSlack_pct = 52.3
drv_slew = 0

[die]
num_rows = 30
core_region_area_mm2 = 0.00687
die_y_um = 86.9
die_w_um = 86.9
die-area_mm2 = 0.00755
ios = 56
fp_util_pct = 52.4

[flow_run]
tool_warnings = 40
drv_cap = 0

per-stage QoR:
| step | total power, mW | hold slack (ns) | instances |
|---|---|---|---|
| floorplan | 1.02 | 0.540 | 383 |
| global placement | 1.36 | 0.655 | 527 |
| CTS | 1.61 | 0.669 | 535 |
| global route | 1.73 | 0.696 | 535 |
| finish | 1.61 | 0.671 | 535 |
| detailed placement | 1.37 | 0.657 | 527 |
final cells by class:
cell class	instances	share of cell area (%)
inverters	22	1.94
multi-input cells	309	63.6
repair buffers	69	14.9
clock buffers	6	1.88
well taps	96	2.74
flip-flops and latches	31	14.1
clock inverters	2	0.798
cells in the mapped netlist, types with 4 or more instances:
cell,instances
o21ai_0,11
nand3_1,21
nor2_1,24
mux4_2,31
nand2_1,36
o211ai_1,4
o221ai_1,4
inv_1,18
dfxtp_1,31
a21oi_1,18
mux2_2,5
or3_1,5
clkbuf_1,11
nor2b_1,5
o2bb2ai_1,13
mux2i_1,26
buf_1,4
a221o_1,5
a211oi_1,8
ha_1,21
nand2b_1,6
xnor2_1,15
flip-flops by register name (all words and copies together) (netlist names):
| name | count |
|---|---|
| buf_counter | 3 |
| buf_data | 28 |
kinds of logic after synthesis:
logic type      synth area share [%]
simple gates                    15.6
fa+ha+maj                       8.96
compound gates                  18.9
mux                             29.6
xor+xnor                        4.52
flops                           17.2
buf+inv                         5.18
per-layer routing:
metal  part of all wire, %  vias up  global-route usage, %
met1                    44     1577                   45.8
li1                      -     1576                      -
met2                    47      132                   46.7
met4                   1.1        0                   3.48
met5                     0        -                      0
met3                   7.8        8                   5.77
critical path, delay by kind of cell:
kind            cells  cell delay (ns)
simple gates        5             1.60
fa+ha+maj           4             1.01
xor+xnor            1             0.26
buf+inv             3             0.81
compound gates      3             0.65
path summary, 6_finish.rpt:
check,end,slack (ns),cells after the start
max,buf_data[8]$_SDFF_PN0_,0.32,16
min,buf_data[20]$_SDFF_PN0_,0.67,2
max reg2reg,buf_data[8]$_SDFF_PN0_,2.35,9
min reg2reg,buf_data[20]$_SDFF_PN0_,0.67,2
power groups by stage:
stage	combinational, mW	sequential (mW)	clock [mW]
final	1.02	0.362	0.232
after global routing	1.11	0.370	0.246
after CTS	1.01	0.360	0.235
Power figures rest on the tool's default switching activity, not on a simulated workload.
