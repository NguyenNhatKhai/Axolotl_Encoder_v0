==> design/flow/design.v <==
localparam EGF_ORDER = 4;
localparam logic EGF_PRI_POL[EGF_ORDER : 0] = '{1, 0, 0, 1, 1};
localparam RS_COR_CAP = 2;
localparam RS_PAR_LEN = 2 * RS_COR_CAP;
localparam RS_COD_LEN = 2 ** EGF_ORDER - 1;
localparam RS_MES_LEN = RS_COD_LEN - RS_PAR_LEN;
localparam logic [RS_PAR_LEN : 0][EGF_ORDER - 1 : 0] RS_GEN_POL = '{'b0001, 'b1101, 'b1100, 'b1000, 'b0111};
localparam ENC_SYM_NUM = 4;
localparam CON_PHA_NUM = 3;
localparam FOR_PHA_NUM = 3;
typedef enum logic [$clog2(CON_PHA_NUM) - 1 : 0] {
    CON_IDL,
    CON_PRE,
    CON_WOR
} CON_PHASE;
typedef enum logic [$clog2(FOR_PHA_NUM) - 1 : 0] {
    FOR_IDL,
    FOR_HAL,
    FOR_FUL
} FOR_PHASE;
function logic [EGF_ORDER - 1 : 0] egf_mul (
    input [EGF_ORDER - 1 : 0] data_in_0,
    input [EGF_ORDER - 1 : 0] data_in_1
);
    logic redundant_bit;
    logic [EGF_ORDER - 1 : 0] returned_data;
    redundant_bit = '0;
    returned_data = '0;
    for (int i = 0; i < EGF_ORDER; i ++) begin
        redundant_bit = returned_data[EGF_ORDER - 1];
        for (int j = EGF_ORDER - 1; j >= 0; j --) begin
            returned_data[j] = returned_data[j - 1] ^ (redundant_bit & EGF_PRI_POL[j]) ^ (data_in_0[j] & data_in_1[EGF_ORDER - i - 1]);
        end
        returned_data[0] = (redundant_bit & EGF_PRI_POL[0]) ^ (data_in_0[0] & data_in_1[EGF_ORDER - i - 1]);
    end
    return returned_data;
endfunction
module enc_processor (
    input clk,
    input rst_n,
    input FOR_PHASE for_phase,
    input [RS_MES_LEN % ENC_SYM_NUM - 1 : 0][EGF_ORDER - 1 : 0] for_half_data,
    input [ENC_SYM_NUM - 1 : 0][EGF_ORDER - 1 : 0] for_full_data,
    output logic [RS_PAR_LEN - 1 : 0][EGF_ORDER - 1 : 0] pro_data,
    output logic [RS_PAR_LEN - 1 : 0][EGF_ORDER - 1 : 0] pro_data_reg
);
    always_ff @(posedge clk) begin
        if (for_phase == FOR_IDL) begin
            for (int i = RS_PAR_LEN - 1; i >= 0; i --) begin
                pro_data_reg[i] <= '0;
            end
        end else if (for_phase == FOR_HAL || for_phase == FOR_FUL) begin
            for (int i = RS_PAR_LEN - 1; i >= 0; i --) begin
                pro_data_reg[i] <= pro_data[i];
            end
        end else begin
            for (int i = RS_PAR_LEN - 1; i > 0; i --) begin
                pro_data_reg[i] <= pro_data_reg[i - 1];
            end
            pro_data_reg[0] <= '0;
        end
    end
    always_comb begin
        logic [RS_PAR_LEN - 1 : 0][EGF_ORDER - 1 : 0] pro_data_temp;
        pro_data_temp = pro_data_reg;
        if (for_phase == FOR_HAL) begin
            for (int i = RS_MES_LEN % ENC_SYM_NUM - 1; i >= 0; i --) begin
                for (int j = RS_PAR_LEN - 1; j > 0; j --) begin
                    pro_data[j] = pro_data_temp[j - 1] ^ egf_mul(for_half_data[i] ^ pro_data_temp[RS_PAR_LEN - 1], RS_GEN_POL[j]);
                end
                pro_data[0] = egf_mul(for_half_data[i] ^ pro_data_temp[RS_PAR_LEN - 1], RS_GEN_POL[0]);
                for (int j = RS_PAR_LEN - 1; j >= 0; j --) begin
                    pro_data_temp[j] = pro_data[j];
                end
            end
        end else if (for_phase == FOR_FUL) begin
            for (int i = ENC_SYM_NUM - 1; i >= 0; i --) begin
                for (int j = RS_PAR_LEN - 1; j > 0; j --) begin
                    pro_data[j] = pro_data_temp[j - 1] ^ egf_mul(for_full_data[i] ^ pro_data_temp[RS_PAR_LEN - 1], RS_GEN_POL[j]);
                end
                pro_data[0] = egf_mul(for_full_data[i] ^ pro_data_temp[RS_PAR_LEN - 1], RS_GEN_POL[0]);
                for (int j = RS_PAR_LEN - 1; j >= 0; j --) begin
                    pro_data_temp[j] = pro_data[j];
                end
            end
        end else begin
            pro_data = '0;
        end
    end
endmodule
==> design/flow/run.sh <==
#!/bin/bash
# OpenROAD 26Q1-2900-gdf79404cd8, Yosys 0.63+post, stock flow scripts
make -C /OpenROAD-flow-scripts/flow DESIGN_CONFIG=/design/flow/config.mk WORK_HOME=/design/flow/orfs finish
==> design/flow/config.mk <==
export PLATFORM = sky130hd
export DESIGN_NAME = enc_processor
export DESIGN_NICKNAME = enc_processor
export VERILOG_FILES = /design/flow/design.v
export SDC_FILE = /design/flow/constraint.sdc
export NUM_CORES = 4
export LEC_CHECK = 1
export CORE_UTILIZATION = 50
export SYNTH_HDL_FRONTEND = slang
==> design/flow/constraint.sdc <==
current_design enc_processor

set clk_period 6.4
set clk_io_pct 0.2

create_clock -name clk0 -period $clk_period [get_ports {clk}]

set non_clock_inputs [all_inputs -no_clocks]
set_input_delay [expr $clk_period * $clk_io_pct] -clock clk0 $non_clock_inputs
set_output_delay [expr $clk_period * $clk_io_pct] -clock clk0 [all_outputs]
==> reports/qor.yml <==
floorplanning:
  core-area_mm2: 0.00482
  ioPinCount: 64
  die_y_um: 73.4
  fp_util_pct: 52.9
  dieArea_mm2: 0.00538
  rows: 25
  die_x_um: 73.4
synth:
  avgSynthCellArea_um2: 10.1
  flop_cell: "dfxtp_1"
  ys_chip_area_mm2: 0.00255
  yosys_warnings: 0
  syn_inst: 252
  synth_area_mm2: 0.00255
  synth-seq-cells: 16
  ys_cells: 252
  synthDistinctLibCells: 25
  ys_seq_share_pct: 12.6
  synth-edff-count: 0
  async_reset_ff_share_pct: 0
grt:
  grt_first_pass_wirelength_mm: 9.65
  use_met1_pct: 42.0
  grt_use_met2_pct: 39.2
  grt_pass1_vias: 1824
  antenna_found_initial: 0
  track_usage_pct: 25.3
  gr-max-usage-layer: "met1"
  grt_max_degree: 20
  grt_overflow: 0
  met3_usage_pct: 2.50
placement:
  dpl.cell_count: 380
  dp_slack_ps: 719
  post-dp-hpwl_mm: 5.19
  io_buffer_count: 62
  place_congestion: 0.857
  dpl-instance-area_mm2: 0.00327
clock_network:
  root_buffer: "clkbuf_8"
  cts.sinks: 16
  cts_made_buffers: 3
  cts_hold_buf: 0
  tritoncts: "yes"
  insertion_delay_ps: 240
  cts_resized: 0
  htree_levels: 1
  clockBufferDepth: 2
  path_clk_slew_ps: 60
  cts_setup_buffers: 0
routing:
  wl_per_cell_um: 16.3
  drc: 0
  num_vias: 1840
  drt_iter0_drc: 47
  vias_per_cell: 4.80
  first_pass_iters: 4
  postRouteAntennaNets: 0
  wl_mm: 6.23
  n_antenna_cell: 0
final_timing:
  setup_viol: 0
  drv_slew: 0
  fin_ws_ps: 717
  hold_violations: 0
  max_slew_margin_pct: 41.1
  layout_min_cycle_time_ps: 5680
  fin_skew_ps: 0.893
  period_used_pct: 88.8
  worst-slew-pin-transition_ps: 878
  rsz0062_at_grt: "false"
  setup_tns_ps: 0
  fmax_mhz: 176
layout:
  fin_util_pct: 68.7
  final_cell_mix: "xnor2_1 (90), clkdlybuf4s50_1 (62), xor2_1 (32)"
  fill_cells: 414
  largest_reg_flops: 16
  lay_top_count: "xnor2_1"
  layout-drive-gt1-share_pct: 9.18
  syn_to_final_growth_pct: 29.9
  stdcell_count: 383
  fin_area_mm2: 0.00331
worst_setup_path:
  end_kind: "output pin"
  worstPathArrival_ps: 4400
  critPathLaunchType: "input pin"
  worstSetupPathType: "input pin to output pin"
  path_max_fanout: 4
  cp.required_ps: 5120
run_status:
  status: "completed"
worst_hold_path:
  holdCritPathClass: "flip-flop to flip-flop"
flow_run:
  openroad.warnings: 29
  drv_cap: 0
-- metal layers --
metal	wire [um]	part of all wire (%)
met1	3230	52
met2	2730	44
met3	261	4.2
met4	5	0.080
met5	0	0
-- synthesized netlist by cell type (4+ instances only) --
library cell	count	area share, %
clkbuf_1	6	0.88
xor2_1	32	11
dfxtp_1	16	13
xnor3_1	9	8.0
o21a_1	10	2.9
nor2_1	25	3.7
nand2_1	7	1.0
xnor2_2	11	7.0
and2_1	6	1.5
a22o_1	11	3.8
xnor2_1	90	31
xnor3_2	4	3.7
xnor2_4	4	4.3
-- final timing paths --
| kind | start | end | slack (ps) | cells past startpoint |
|---|---|---|---|---|
| worst min register to register | pro_data_reg[5] | pro_data_reg[9] | 590 | 2 |
| worst max-delay path | for_full_data[13] | pro_data[10] | 720 | 8 |
| worst max register to register | pro_data_reg[13] | pro_data_reg[10] | 3450 | 7 |
| worst min-delay path | pro_data_reg[5] | pro_data_reg[9] | 590 | 2 |
-- layout make-up --
type / count / area, um^2 / area share [%]
multi-input cells: 227 / 2190 / 66.3
repair buffers: 67 / 658 / 19.9
flip-flops and latches: 16 / 320 / 9.68
well taps: 67 / 83.8 / 2.53
clock buffers: 3 / 41.3 / 1.25
inverters: 3 / 11.3 / 0.340
-- worst max-delay path, stage by stage --
cell,delay [ps]
clkdlybuf4s50_1,510
xor2_1,210
xnor3_2,510
xnor3_2,490
xnor2_4,260
xnor3_1,450
a22o_1,280
clkdlybuf4s50_1,410
-- per-stage QoR --
stage / hold WS [ps]
floorplan: 532
global placement: 580
detailed placement: 591
CTS: 597
global route: 664
finish: 592
-- cell families (layout without fill, tap and decap cells) --
| group | after synthesis | count (layout) | synth area share [%] |
|---|---|---|---|
| xor gates and xnor gates | 155 | 155 | 69.1 |
| adders and majority gates | 3 | 3 | 1.47 |
| AOI/OAI and AO/OA | 27 | 27 | 8.20 |
| and+or+nand+nor | 41 | 41 | 6.98 |
| buffers and inverters | 9 | 73 | 1.33 |
| muxes | 1 | 1 | 0.393 |
| DFF | 16 | 16 | 12.6 |
